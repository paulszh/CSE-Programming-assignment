==> design.v <==
module eval_sha1(input logic clk, reset_n,
                 input logic [31:0] data,
                output logic [159:0] hash);
logic      [ 31:0]  w[0:15];
logic      [ 31:0]  wt;
logic      [ 31:0]  a, b, c, d, e;
logic      [  7:0]  t;
function logic [31:0] sha1_f(input logic [7:0] t);
begin
   if (t <= 19)
       sha1_f = (b & c) | ((~b) & d);
   else if (t <= 39)
       sha1_f = b ^ c ^ d;
   else if (t <= 59)
       sha1_f = (b & c) | (b & d) | (c & d);
   else
       sha1_f = b ^ c ^ d;
end
endfunction
function logic [31:0] sha1_k(input logic [7:0] t);
begin
   if (t <= 19)
       sha1_k = 32'h5a827999;
   else if (t <= 39)
       sha1_k = 32'h6ed9eba1;
   else if (t <= 59)
       sha1_k = 32'h8f1bbcdc;
   else
       sha1_k = 32'hca62c1d6;
end
endfunction
function logic [159:0] sha1_op(input logic [31:0] a, b, c, d, e, w,
                               input logic [7:0] t);
   logic [31:0] temp, tc;  
begin
   temp = ((a << 5)|(a >> 27)) + sha1_f(t) + e + sha1_k(t) + w;
   tc = ((b << 30)|(b >> 2));
   sha1_op = {temp, a, tc, c, d};
end
endfunction
function logic [31:0] leftrotate(input logic [31:0] x);
begin
    leftrotate = (x << 1) | (x >> 31);
end
endfunction
assign wt = leftrotate(w[13] ^ w[8] ^ w[2] ^ w[0]);
assign hash = {a, b, c, d, e};
always_ff @(posedge clk, negedge reset_n)
begin
    if (!reset_n) begin
        a <= 32'h67452301;
        b <= 32'hEFCDAB89;
        c <= 32'h98BADCFE;
        d <= 32'h10325476;
        e <= 32'hC3D2E1F0;
        t <= 0;
    end else begin
        {a, b, c, d, e} <= sha1_op(a, b, c, d, e, wt, t);
        t <= t + 1;
        for (int i=0; i<15; i++) w[i] <= w[i+1];
        w[15] <= data;
    end
end
endmodule
==> run.sh <==
#!/bin/bash
# OpenROAD 26Q1-2900-gdf79404cd8, Yosys 0.63+post, stock flow scripts
make -C /OpenROAD-flow-scripts/flow DESIGN_CONFIG=/design/flow/config.mk WORK_HOME=/design/flow/orfs finish
==> config.mk <==
export PLATFORM = sky130hd
export DESIGN_NAME = eval_sha1
export DESIGN_NICKNAME = eval_sha1
export VERILOG_FILES = /design/flow/design.v
export SDC_FILE = /design/flow/constraint.sdc
export NUM_CORES = 4
export LEC_CHECK = 1
export CORE_UTILIZATION = 40
==> constraint.sdc <==
current_design eval_sha1

set clk_period 9.7
set clk_io_pct 0.2

create_clock -name clk0 -period $clk_period [get_ports {clk}]

set non_clock_inputs [all_inputs -no_clocks]
set_input_delay [expr $clk_period * $clk_io_pct] -clock clk0 $non_clock_inputs
set_output_delay [expr $clk_period * $clk_io_pct] -clock clk0 [all_outputs]
==> results.json <==
{
  "dp_hpwl_um": 32270,
  "coreArea_um2": 64700,
  "ys_top_cells_by_area": "edfxtp_1 (58%), fa_1 (9.1%), dfrtp_1 (8.4%), dfstp_2 (8.0%), xnor2_1 (3.3%)",
  "holdPathEnd": "d[6]",
  "fin_skew_ps": 18.48,
  "drt-total-wl_um": 48400,
  "max_freq_mhz": 154.9,
  "whs_path_depth": 0,
  "first_iter_violations": 911,
  "syn_area_um2": 26310,
  "wl_per_cell_um": 18.48,
  "path_cells": "and3_1 -> nor2_1 -> nand2_1 -> buf_4 -> and2_1 -> buf_4 -> inv_1 -> buf_4 -> o21ai_0 -> fa_1 -> fa_1 -> inv_1 -> fa_1 -> inv_1 -> ha_1 -> nand3_2 -> or4_1 -> a211o_1 -> a21boi_0 -> or3_1 -> a31oi_1 -> xnor2_1",
  "ys.flop_type": "edfxtp_1",
  "port_buffers": 193,
  "required_ps": 10180,
  "cts_setup_buffers": 0,
  "firstDrtPassIters": 5,
  "yosys_area_um2": 26310,
  "endpoint_kind": "register",
  "rows": 93,
  "tns_ps": 0,
  "r2r.worst_path.cells": 22,
  "antenna_found_initial": 1,
  "hp-class": "reg2reg",
  "grtUsageTotal": 0.1636,
  "max_cap_violations": 0,
  "cts_buffers": 72,
  "clock_latency_ps": 600,
  "synth_area_per_cell_um2": 18.21,
  "cts_sinks": 680,
  "ys_seq_frac": 0.7480,
  "fp.dieArea_um2": 66800,
  "fp.dieW_um": 258.5,
  "die_y_um": 258.5,
  "crit_buf_inv": 6,
  "worst_slack_ps": 3242,
  "tool_warnings": 35,
  "setup_viol": 0,
  "num_antenna_cells": 0,
  "cp_top_family": "simple AND/OR/NAND/NOR gates",
  "slew_viol_final": 0,
  "critPathArrivalTime_ps": 6940,
  "synth_area_leader_cell": "edfxtp_1",
  "via_count": 12220,
  "rsz0062_at_grt": "no",
  "initCoreUtil": 0.4067,
  "holdBufCountCts": 0,
  "async_flop_share": 0.2471,
  "critical_path.max_stage_delay_ps": 670,
  "max-slew-margin-rel": 0.4699,
  "viasPerCell": 4.667,
  "layout-drive-gt1-share": 0.1196,
  "place_ws_ps": 3216,
  "rr_startpoint": "t[3]",
  "grt_pass1_wl_um": 75530,
  "max-clock-path-buffers": 3,
  "timing.final.crit_share": 0.6657,
  "top_area_frac": 0.5844,
  "dpl.cell_count": 2487,
  "edf_count": 512,
  "worstMarginPinSlew_ps": 795.1,
  "flop_area_um2": 19680,
  "syn2layout_area_growth_pct": 20.19,
  "io_pins": 194,
  "crit_fanout": 15,
  "cts_root_buffer": "clkbuf_16",
  "instances_no_fill": 2619,
  "yosys_warnings": 2,
  "logic_area_um2": 5907,
  "cts_tree": "built",
  "cts-htree-levels": 3,
  "rrSetupSlack_ps": 3240,
  "clk_pin_slew_worst_paths_ps": 60,
  "drc_errors": 0,
  "min_period_ps": 6458,
  "synthCells": 1445,
  "nFillCells": 5279,
  "worst_hold_slack_ps": 391.9,
  "synth_flops": 680,
  "ys_types": 58,
  "routabilityCongestion": 0.8637,
  "grt_pass1_vias": 13000,
  "hp-start": "c[6]",
  "start_kind": "register",
  "postRouteAntennaNets": 0,
  "crit_path_top_delay_cell": "and2_1",
  "cts-resized-gates": 0,
  "hold_violations": 0,
  "reg2reg_to": "a[27]",
  "ys_cells": 1445,
  "grt-ovfl-total": 0,
  "crit_type": "reg2reg",
  "grt_max_degree": 136,
  "status": "complete, no violations"
}
==> cells by family (layout without fill, tap and decap cells) <==
family	count (synthesis)	after routing	share of synthesized area
AND-OR/OR-AND	140	140	0.03838
multiplexers	30	30	0.01160
adder cells (fa/ha/maj)	159	159	0.1099
AND/OR/NAND/NOR	110	110	0.02007
buffers and inverters	192	511	0.02753
XOR/XNOR	134	134	0.04461
flip-flops	680	680	0.7480
==> how the worst max path moves through the flow <==
stage / from / end / slack, ps / depth (start not counted)
CTS: t[6] / a[27] / 3210 / 21
global route: t[3] / a[31] / 2710 / 22
finish: t[3] / a[27] / 3240 / 22
==> per-layer routing <==
layer | up-vias | global-route usage | part of all wire
li1 | 5623 | - | -
met1 | 6043 | 0.2636 | 0.42
met2 | 471 | 0.2146 | 0.43
met3 | 82 | 0.08985 | 0.12
met4 | 4 | 0.03320 | 0.025
met5 | - | 0.009259 | 0.0011
==> state kept, by name (all words and copies together) (netlist names) <==
signal  cells
t           8
e          32
w         512
b          32
d          32
c          32
a          32
==> cells in the mapped netlist (all sizes together), types with 15 or more instances <==
cell type / instances
fa: 120
xnor2: 98
ha: 39
inv: 175
a221o: 18
o21ai: 25
clkbuf: 15
mux2i: 26
a21oi: 34
nor2: 46
xor2: 36
nand2: 16
edfxtp: 512
dfrtp: 88
dfstp: 80
==> worst register-to-register path, stage by stage (launching register included) <==
cell,delay (ps)
dfrtp_1,420
and3_1,270
nor2_1,90
nand2_1,70
buf_4,260
and2_1,670
buf_4,360
inv_1,70
buf_4,210
o21ai_0,260
fa_1,480
fa_1,510
inv_1,50
fa_1,470
inv_1,40
ha_1,400
nand3_2,140
or4_1,540
a211o_1,310
a21boi_0,300
or3_1,170
a31oi_1,90
xnor2_1,140
==> cell usage in the layout (no fill, tap or decap), drive strengths merged, types with 6 or more instances in the layout <==
cell type,synthesis,final
fa,120,120
mux2i,26,26
o21a,7,7
a21oi,34,34
edfxtp,512,512
o22a,6,6
nor3,7,7
a21o,14,14
and3,6,6
inv,175,183
clkinv,0,25
xnor2,98,98
a221o,18,18
clkbuf,15,92
clkdlybuf4s50,0,192
nor2,46,46
nand3,10,10
nand2,16,16
buf,2,12
dfrtp,88,88
xor2,36,36
dfstp,80,80
ha,39,39
o21ai,25,25
==> cell type report <==
cell class	count	share of cell area
multi-input cells	573	0.1868
flip-flops and latches	680	0.6223
well taps	855	0.03383
repair buffers	204	0.06545
inverters	175	0.02077
clock inverters	40	0.009536
clock buffers	92	0.06129
==> stage by stage <==
| step | area [µm²] | utilization |
|---|---|---|
| after floorplan | 26310 | - |
| after global placement | 29380 | 0.4541 |
| after detailed placement | 29380 | 0.4541 |
| after CTS | 31620 | 0.4888 |
| after global routing | 31620 | 0.4888 |
| final | 31620 | 0.4888 |
